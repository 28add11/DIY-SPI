<file path="flow/config.mk">
export PLATFORM = sky130hd
export DESIGN_NAME = slaveTop
export DESIGN_NICKNAME = slaveTop
export VERILOG_FILES = /design/flow/design.v
export SDC_FILE = /design/flow/constraint.sdc
export NUM_CORES = 4
export LEC_CHECK = 1
export CORE_UTILIZATION = 40
</file>
<file path="flow/constraint.sdc">
current_design slaveTop

set clk_period 3.8
set clk_io_pct 0.2

create_clock -name clk0 -period $clk_period [get_ports {clk}]

set non_clock_inputs [all_inputs -no_clocks]
set_input_delay [expr $clk_period * $clk_io_pct] -clock clk0 $non_clock_inputs
set_output_delay [expr $clk_period * $clk_io_pct] -clock clk0 [all_outputs]
</file>
<file path="flow/design.v">
`timescale 1ns / 1ps
module FIFO #(
	parameter WIDTH = 8,
	parameter DEPTH = 8
	)(
	input clk,
	input rst_n,
	input [WIDTH - 1:0] writeData,
	input writeEn,
	output [WIDTH - 1:0] readData,
	input readEn,
	output full,
	output empty
	);
	logic [WIDTH - 1:0] readDataReg;
	assign readData = readDataReg;
	logic [$clog2(DEPTH):0] readPtr, writePtr;
	logic [WIDTH - 1:0] mem [DEPTH - 1:0];
	assign full = (writePtr[$clog2(DEPTH) - 1:0] == readPtr[$clog2(DEPTH) - 1:0]) && (writePtr[$clog2(DEPTH)] != readPtr[$clog2(DEPTH)]);
	assign empty = writePtr == readPtr;
	always @(posedge clk) begin
		if (~rst_n) begin
			readPtr <= 0;
			writePtr <= 0;
			readDataReg <= 0;
		end else begin
		if (writeEn) begin  
			writePtr <= writePtr + 1;
			mem[writePtr[$clog2(DEPTH) - 1:0]] <= writeData;
		end
		if (readEn) begin
			readPtr <= readPtr + 1;
			readDataReg <= mem[readPtr[$clog2(DEPTH) - 1:0]];
		end
		end
	end
endmodule
`timescale 1ns / 1ps
module safeReset(
    input wire clk,
    input wire asyncR,
    output wire safeR
    );
    logic q1, q2;
    always @(posedge clk or negedge asyncR) begin
    	if (~asyncR) begin
    		q1 <= 1'b0;
 			q2 <= 1'b0;
 		end else begin
 			q1 <= 1'b1;
 			q2 <= q1; 
 		end
    end
    assign safeR = q2;
endmodule
`timescale 1ns / 1ps
module sevSeg(
    input clk,
    input [7:0] num,
    output [6:0] seg,
    output dp,
    output [3:0] an
    );
    reg digit;
    reg [3:0] bcd;
    reg [15:0] refreshDelay;
    assign an = ~(4'b0001 << digit);
    assign seg = (bcd == 4'd0) ? 7'b1000000 :
                 (bcd == 4'd1) ? 7'b1111001 :
                 (bcd == 4'd2) ? 7'b0100100 :
                 (bcd == 4'd3) ? 7'b0000110 :
                 (bcd == 4'd4) ? 7'b0011001 :
                 (bcd == 4'd5) ? 7'b0010010 :
                 (bcd == 4'd6) ? 7'b0000010 :
                 (bcd == 4'd7) ? 7'b1111000 :
                 (bcd == 4'd8) ? 7'b0000000 :
                 (bcd == 4'd9) ? 7'b0010000 :
                 (bcd == 4'd10) ? 7'b0001000 :
                 (bcd == 4'd11) ? 7'b0000011 :
                 (bcd == 4'd12) ? 7'b1000110 :
                 (bcd == 4'd13) ? 7'b0100001 :
                 (bcd == 4'd14) ? 7'b0000110 :
                 (bcd == 4'd15) ? 7'b0001110 : 7'b0000000;
    assign dp = 1'b1;
    always @(posedge clk) begin
        refreshDelay <= refreshDelay + 1;
        if (refreshDelay == 0) begin
            digit <= ~digit;
        end
        bcd <= digit ? num[7:4] : num[3:0];
    end
endmodule
`timescale 1ns / 1ps
module slaveTop(
    input clk,
	input rst,
	input [1:0] sw,
	output [1:0] led,
    input CS_n,
    input SCLK,
    input MOSI,
    output MISO,
    output [6:0] seg,
    output dp,
    output [3:0] an
    );
	logic rst_n;
	safeReset synchReset (
		.clk(clk),
		.asyncR(~rst),
		.safeR(rst_n)
	);
	logic sCS_n, sSCLK, sMOSI, sSw0, sSw1;
	sync syncCS (
		.clk(clk),
		.in(CS_n),
		.out(sCS_n)
	);
	sync syncSCLK (
		.clk(clk),
		.in(SCLK),
		.out(sSCLK)
	);
	sync syncMOSI (
		.clk(clk),
		.in(MOSI),
		.out(sMOSI)
	);
	sync syncSw0 (
		.clk(clk),
		.in(sw[0]),
		.out(sSw0)
	);
	sync syncSw1 (
		.clk(clk),
		.in(sw[1]),
		.out(sSw1)
	);
	logic fullHist;  
	logic full, send, RXFIFOempty, RXFIFOfull, TXFIFOempty, TXFIFOfull;
	logic readRXFIFO;
	logic readRXFIFOReg;
	logic [7:0] noFIFOdata, FIFOdata, dataIn;
	logic [7:0] returnData;
	logic fifoMISO, noFIFOMISO;
	assign MISO = sSw0 ? fifoMISO : noFIFOMISO;
	assign readRXFIFO = readRXFIFOReg & ~RXFIFOempty;
	SPInoFIFO #(.WIDTH(8)) spi (
		.clk(clk),
		.rst_n(rst_n),
		.CS_n(sCS_n),
		.SCLK(sSCLK),
		.MOSI(sMOSI),
		.MISO(noFIFOMISO),
		.data(noFIFOdata),
		.full(full),
		.dataIn(returnData),
		.writeEn(send)
	);
	SPIwithFIFO #(.WIDTH(8)) fifoSPI (  
		.clk(clk),
		.rst_n(rst_n),
		.CS_n(sCS_n),
		.SCLK(sSCLK),
		.MOSI(sMOSI),
		.MISO(fifoMISO),
		.RXdata(FIFOdata),
		.readEn(readRXFIFO),
		.RXFIFOempty(RXFIFOempty),
		.RXFIFOfull(RXFIFOfull),
		.TXFIFOempty(TXFIFOempty),
		.TXFIFOfull(TXFIFOfull),
		.TXdata(returnData),
		.writeEn(send)
	);
	assign dataIn = sSw0 ? FIFOdata : noFIFOdata;
	assign returnData = dataIn;  
	assign led[0] = sSw0 ? RXFIFOempty : 1'b0; 
	assign led[1] = sSw0 ? TXFIFOempty : 1'b0;
	always @(posedge clk) begin
		if (~sSw0) begin  
		fullHist <= full;
		if ({fullHist, full} == 2'b01) begin  
			send <= 1'b1;
		end else begin
			send <= 1'b0;
		end
		end else begin  
			if (~RXFIFOempty) begin
				readRXFIFOReg <= 1'b1;  
				send <= 1'b0;
			end else if (~TXFIFOfull && readRXFIFOReg) begin
				readRXFIFOReg <= 1'b0;
				send <= 1'b1;
			end else begin
				send <= 1'b0;
				readRXFIFOReg <= 1'b0;
			end
		end
	end
	sevSeg display (
		.clk(clk),
		.num({1'b0, dataIn}),
		.seg(seg),
		.dp(dp),
		.an(an)
	);
endmodule
`timescale 1ns / 1ps
module sync #(
		parameter WIDTH = 1
	)(
		input clk,
		input [WIDTH - 1:0] in,
		output [WIDTH - 1:0] out
	);
	logic [WIDTH - 1:0] inSync1, inSync2;
	assign out = inSync2;
	always @(posedge clk) begin
		inSync1 <= in;
		inSync2 <= inSync1;
	end
endmodule
`timescale 1ns / 1ps
module SPInoFIFO #(
	parameter WIDTH = 8
	)(
	input clk,
	input rst_n,
    input CS_n,
    input SCLK,
    input MOSI,
    output MISO,
	output [WIDTH - 1:0] data,
	output full,
	input [WIDTH - 1:0] dataIn,
	input writeEn
    );
    logic [WIDTH - 1:0] shiftIn;
    logic [WIDTH - 1:0] shiftOut;
    assign MISO = shiftOut[WIDTH - 1];
	assign data = shiftIn;
    logic [$clog2(WIDTH) - 1:0] bitCount;  
    logic prevSCLK;
    assign full = bitCount == 0;
    always @ (posedge clk) begin
		if (~rst_n) begin
			shiftIn <= {WIDTH{1'b0}};
			shiftOut <= {WIDTH{1'b0}};
			bitCount <= 0;
			prevSCLK <= 0;
		end else begin
		if (writeEn) begin
			shiftOut <= dataIn;
		end
    	if (CS_n) begin  
    		prevSCLK <= 0;
    		bitCount <= 0;
    	end else begin
    		prevSCLK <= SCLK;
    		if ({prevSCLK, SCLK} == 2'b01) begin  
    			shiftIn <= {shiftIn[WIDTH - 2:0], MOSI};
    			bitCount <= bitCount + 1'd1;
    		end else if ({prevSCLK, SCLK} == 2'b10) begin  
    			shiftOut <= {shiftOut[WIDTH - 2:0], 1'b0};
    		end
    	end
		end
    end
endmodule
`timescale 1ns / 1ps
module SPIwithFIFO #(
	parameter WIDTH = 8,
	parameter TxFIFODepth = 8,
	parameter RxFIFODepth = 8
	)(
	input clk,
	input rst_n,
    input CS_n,
    input SCLK,
    input MOSI,
    output MISO,
	output [WIDTH - 1:0] RXdata,
	input readEn,
	output RXFIFOempty,
	output RXFIFOfull,
	output TXFIFOempty,
	output TXFIFOfull,
	input [WIDTH - 1:0] TXdata,
	input writeEn
    );
	logic CS_nHist;  
	logic CS_nFallingEdge;
	assign CS_nFallingEdge = {CS_nHist, CS_n} == 2'b10;
    logic [WIDTH - 1:0] shiftIn;
    logic [WIDTH - 1:0] shiftOut;
    assign MISO = shiftOut[WIDTH - 1];
    logic [$clog2(WIDTH):0] rxBitCount;  
	logic [$clog2(WIDTH):0] txBitCount;
    logic prevSCLK;
	logic shiftInFull;  
    assign shiftInFull = rxBitCount == WIDTH;
	logic shiftOutEmpty;  
	assign shiftOutEmpty = txBitCount == 0;
	logic writeRXFIFO;
	FIFO #(.WIDTH(WIDTH), .DEPTH(RxFIFODepth)) RXFIFO (
		.clk(clk),
		.rst_n(rst_n),
		.writeData(shiftIn),
		.writeEn(writeRXFIFO),
		.readData(RXdata),
		.readEn(readEn),
		.full(RXFIFOfull),
		.empty(RXFIFOempty)
	);
	localparam IDLE = 2'b00;
	localparam WAIT_FOR_DATA = 2'b01;
	localparam LOAD_DATA = 2'b10;
	logic readTXFIFO;
	logic [WIDTH - 1:0] TXFIFOdata;
	logic [1:0] TXFIFOReadState;
	FIFO #(.WIDTH(WIDTH), .DEPTH(TxFIFODepth)) TXFIFO (
		.clk(clk),
		.rst_n(rst_n),
		.writeData(TXdata),
		.writeEn(writeEn),
		.readData(TXFIFOdata),
		.readEn(readTXFIFO),
		.full(TXFIFOfull),
		.empty(TXFIFOempty)
	);
    always @ (posedge clk) begin
		CS_nHist <= CS_n;
		if (~rst_n) begin
			shiftIn <= 0;
			shiftOut <= 0;
			rxBitCount <= 0;
			txBitCount <= WIDTH;
			prevSCLK <= 0;
			writeRXFIFO <= 1'b0;
			readTXFIFO <= 1'b0;
			TXFIFOReadState <= IDLE;
		end else begin
		case (TXFIFOReadState)
			IDLE: begin
				if (shiftOutEmpty && ~TXFIFOempty && ~CS_nFallingEdge) begin  
					readTXFIFO <= 1'b1;
					txBitCount <= WIDTH;
					TXFIFOReadState <= WAIT_FOR_DATA;
				end else readTXFIFO <= 1'b0;
			end
			WAIT_FOR_DATA: begin
				TXFIFOReadState <= LOAD_DATA;
				readTXFIFO <= 1'b0;
			end
			LOAD_DATA: begin
				shiftOut <= TXFIFOdata;
				TXFIFOReadState <= IDLE;
			end
			default: TXFIFOReadState <= IDLE;
		endcase
		if (shiftInFull && ~RXFIFOfull && ~CS_nFallingEdge) begin
			writeRXFIFO <= 1'b1;
			rxBitCount <= 0;
		end else begin
			writeRXFIFO <= 1'b0;
		end
    	if (CS_nFallingEdge) begin  
    		prevSCLK <= 0;
    		rxBitCount <= 0;
			txBitCount <= WIDTH;
		end else begin
    		prevSCLK <= SCLK;
    		if ({prevSCLK, SCLK} == 2'b01) begin  
    			shiftIn <= {shiftIn[WIDTH - 2:0], MOSI};
    			rxBitCount <= rxBitCount + 1'd1;
    		end else if ({prevSCLK, SCLK} == 2'b10) begin  
    			shiftOut <= {shiftOut[WIDTH - 2:0], 1'b0};
				txBitCount <= txBitCount - 1'd1;
    		end
    	end
		end
    end
endmodule
</file>
<file path="flow/run.sh">
#!/bin/bash
# OpenROAD 26Q1-2900-gdf79404cd8, Yosys 0.63+post, stock flow scripts
make -C /OpenROAD-flow-scripts/flow DESIGN_CONFIG=/design/flow/config.mk WORK_HOME=/design/flow/orfs finish
</file>
==> flow_summary.yaml <==
# flow metrics
die:
  initial_core_util_pct: 40.5
  row_count: 57
  ios: 22
  die_h_microns: 159
  dieWidth_microns: 159
  core_area_sq_mm: 0.0242
  dieArea_sq_mm: 0.0252
setup_path:
  cp.required_ns: 3.04
  critPathMaxFanout: 12
  worst-setup-path-type: "flip-flop to primary output"
  end_kind: "primary output"
  startpoint_type: "flip-flop"
  rrSetupSlack_ns: 1.72
  worstPathArrival_ns: 2.40
final_timing:
  drv_slew: 0
  fin_crit_sh_pct: 83.1
  rsz0062_at_grt: "false"
  slew_headroom_pct: 33.1
  fmaxAchievable_mhz: 317
  period_minus_slack_ns: 3.16
  tns_ns: 0
  tightest_slew_ns: 1.00
  fin_skew_ns: 0.00657
  finalSetupViolCount: 0
  hold_viol: 0
  fin_hold_ws_ns: 0.328
global_routing:
  grtUsageTotal_pct: 15.5
  grt.overflow.total: 0
  grt_max_degree: 41
  antenna_found_initial: 0
  grt_pass1_vias: 5727
  grt_pass1_wl_microns: 29400
routing:
  drc_errors: 0
  final_antenna_net_count: 0
  viasPerCell: 5.06
  wl_per_cell_microns: 16.3
  drtPass1Iterations: 4
  via_count: 5596
  wl_microns: 18000
  n_antenna_cell: 0
  drt_iter0_markers: 387
clock_network:
  ctsLongestPathBuffers: 3
  worst_skew_pair.late_latency_ns: 0.51
  htree_levels: 1
  clk_pin_slew_ns: 0.06
  cts_setup_buffers: 0
  cts_root_buf: "clkbuf_16"
  hold_buffers: 0
  cts_sinks: 245
  tritoncts: "built"
  cts_buffers: 26
  cts_resized: 0
synthesis:
  yosysSeqAreaShare_pct: 63.3
  netlist.top_cell.by_area: "edfxtp_1"
  synth.area.top_cells: "edfxtp_1, dfxtp_1, mux4_2, mux2i_1, nand2_1"
  yosys_warnings: 8
  syn_area_sq_mm: 0.00983
  edf_count: 131
  synth.avg_cell_area_sq_um: 13.3
  yosysUniqueCellTypes: 54
  synth_chip_area_sq_mm: 0.00983
  syn_inst: 738
  ys_cells: 738
  synth_top_area_share_pct: 40.0
  postSynth.asyncResetShare_pct: 0.816
  synth-main-ff-cell: "edfxtp_1"
  synth_flops: 245
place:
  place_congestion: 0.777
  dp_cells: 1059
  port_buffers: 17
  dp_hpwl_microns: 11300
  postPlaceCellArea_sq_mm: 0.0103
power_and_ir_drop:
  ir_drop_mv: 0.272
  p_sw_mw: 1.06
  p_sw_share_pct: 19.0
  p_per_area_mw_per_mm2: 494
  seq_power_share_pct: 50.8
  p_leak_nw: 4.07
  p_clk_share_pct: 47.3
  comb_power_share_pct: 1.9
  p_int_mw: 4.51
finish:
  drive_above_1_share_pct: 13.2
  lay_top_cells: "edfxtp_1, dfxtp_1, nand2_1, nor2_1, mux2i_1"
  final_cells: 1107
  finalInstanceArea_sq_mm: 0.0112
  final_common_cell: "edfxtp_1"
  final.fill_count: 2047
  syn_to_final_growth_pct: 14.4
run:
  warnings: 29
  cap_violations: 0
status:
  status: "finished, final reports clean"
hold_path:
  min_path_type: "flip-flop to flip-flop"
critical path, stage by stage (launching register included):
cell and delay, ns:
dfxtp_1 0.31, buf_4 0.25, xor2_1 0.16, nor4_1 0.43, inv_1 0.12, nor2_1 0.13
clkdlybuf4s50_1 0.47
per-stage QoR:
| step | power [mW] | util [%] | setup slack [ns] |
|---|---|---|---|
| CTS | 5.62 | 46.4 | 0.603 |
| floorplan | 2.95 | - | 1.88 |
| finish | 5.56 | 46.4 | 0.644 |
| detailed placement | 2.99 | 42.7 | 1.19 |
| global route | 5.74 | 46.4 | 0.429 |
| global placement | 2.98 | 42.7 | 1.15 |
routing by layer:
layer | vias to the layer above | part of all wire, % | GRT usage, % | wire length [microns]
met1 | 2698 | 46 | 23.5 | 8340
met3 | 16 | 8.3 | 6.82 | 1500
met5 | - | 0 | 0 | 0
met2 | 151 | 44 | 22.1 | 7950
li1 | 2731 | - | - | -
met4 | 0 | 1.1 | 2.56 | 203
area by class of cell:
| type | count | area [sq um] | share of cell area (%) |
|---|---|---|---|
| tap | 324 | 405 | 3.60 |
| inverter | 24 | 90.1 | 0.801 |
| sequential | 245 | 6230 | 55.4 |
| multi-input combinational | 429 | 3310 | 29.4 |
| timing repair buffer | 37 | 320 | 2.85 |
| clock buffer | 38 | 727 | 6.46 |
| clock inverter | 10 | 174 | 1.55 |
power groups by stage:
stage	Clock [mW]	Sequential (mW)	Combinational (mW)
5_1_grt	2.79	2.83	0.120
4_1_cts	2.68	2.83	0.108
6_report	2.63	2.83	0.108
Yosys cell counts (all sizes together), types with 7 or more instances:
| library cell | number |
|---|---|
| nor2b | 18 |
| nor3 | 21 |
| nand2 | 55 |
| edfxtp | 131 |
| a21boi | 12 |
| nand3 | 14 |
| dfxtp | 112 |
| o22ai | 9 |
| xnor2 | 18 |
| nor2 | 43 |
| o21ai | 28 |
| ha | 11 |
| and2 | 14 |
| xor2 | 19 |
| mux4 | 32 |
| buf | 22 |
| o211a | 7 |
| nand4 | 8 |
| clkbuf | 21 |
| inv | 24 |
| mux2i | 36 |
| nand2b | 15 |
| a21oi | 22 |
sequential cells by signal (all words and copies together) (netlist names), 3 cells and up:
name	cells
fifoSPI.RXFIFO.mem	64
fifoSPI.TXFIFO.mem	64
display.refreshDelay	16
fifoSPI.RXFIFO.readDataReg	8
fifoSPI.TXFIFO.readDataReg	8
fifoSPI.shiftIn	8
fifoSPI.shiftOut	8
spi.shiftIn	8
spi.shiftOut	8
display.bcd	4
fifoSPI.RXFIFO.readPtr	4
fifoSPI.RXFIFO.writePtr	4
fifoSPI.TXFIFO.readPtr	4
fifoSPI.TXFIFO.writePtr	4
fifoSPI.rxBitCount	4
fifoSPI.txBitCount	4
fifoSPI.TXFIFOReadState	3
spi.bitCount	3
kinds of logic (layout without fill, tap and decap cells):
group / after synthesis / after routing / synth area share, %
flip-flops: 245 / 245 / 63.3
AND/OR/NAND/NOR: 211 / 211 / 11.1
AND-OR/OR-AND: 92 / 92 / 5.93
multiplexers: 74 / 74 / 11.7
buffers and inverters: 67 / 109 / 3.17
XOR/XNOR: 37 / 37 / 3.37
adder cells (fa/ha/maj): 11 / 11 / 1.40
other: 1 / 4 / 0.0381
final timing paths:
path | start | end | cells past startpoint
worst max-delay path | fifoSPI.RXFIFO.readPtr[0] | led[0] | 6
worst min-delay path | syncMOSI.inSync1 | syncMOSI.inSync2 | 0
worst max register to register | send | fifoSPI.TXFIFO.mem[5][0] | 2
worst min register to register | syncMOSI.inSync1 | syncMOSI.inSync2 | 0
max in group asynchronous | rst | synchReset.q2 | 2
min in group asynchronous | rst | synchReset.q2 | 2
Power and IR drop assume default switching activity.
