[flow/design.v]
`timescale 1ns / 1ps
module FIFO #(
	parameter WIDTH = 8,
	parameter DEPTH = 8
	)(
	input clk,
	input rst_n,
	input [WIDTH - 1:0] writeData,
	input writeEn,
	output [WIDTH - 1:0] readData,
	input readEn,
	output full,
	output empty
	);
	logic [WIDTH - 1:0] readDataReg;
	assign readData = readDataReg;
	logic [$clog2(DEPTH):0] readPtr, writePtr;
	logic [WIDTH - 1:0] mem [DEPTH - 1:0];
	assign full = (writePtr[$clog2(DEPTH) - 1:0] == readPtr[$clog2(DEPTH) - 1:0]) && (writePtr[$clog2(DEPTH)] != readPtr[$clog2(DEPTH)]);
	assign empty = writePtr == readPtr;
	always @(posedge clk) begin
		if (~rst_n) begin
			readPtr <= 0;
			writePtr <= 0;
			readDataReg <= 0;
		end else begin
		if (writeEn) begin  
			writePtr <= writePtr + 1;
			mem[writePtr[$clog2(DEPTH) - 1:0]] <= writeData;
		end
		if (readEn) begin
			readPtr <= readPtr + 1;
			readDataReg <= mem[readPtr[$clog2(DEPTH) - 1:0]];
		end
		end
	end
endmodule
`timescale 1ns / 1ps
module masterTop(
    input clk,
	input rst,
	output [1:0] led,
    output CS_n,
    output SCLK,
    output MOSI,
    input MISO,
	input [15:0] sw
    );
	logic rst_n;
	safeReset synchReset (
		.clk(clk),
		.asyncR(~rst),
		.safeR(rst_n)
	);
	logic sMISO;
	logic [15:0] swSync;
	sync syncMISO (
		.clk(clk),
		.in(MISO),
		.out(sMISO)
	);
	sync #(.WIDTH(16)) syncSW (
		.clk(clk),
		.in(sw),
		.out(swSync)
	);
	logic RXFIFOempty, RXFIFOfull, TXFIFOempty, TXFIFOfull;
	logic startTransaction;
	logic doneTransaction;
	logic writeTXFIFOReg;
	logic readRXFIFO, writeTXFIFO;
	logic [7:0] dataIn;
	logic [7:0] dataOut;
	assign writeTXFIFO = writeTXFIFOReg && ~TXFIFOfull;
	SPIMaster #(.WIDTH(8)) SPI (
		.clk(clk),
		.rst_n(rst_n),
		.CS_n(CS_n),
		.SCK(SCLK),
		.MOSI(MOSI),
		.MISO(sMISO),
		.RXdata(dataIn),
		.readEn(readRXFIFO),
		.RXFIFOempty(RXFIFOempty),
		.RXFIFOfull(RXFIFOfull),
		.TXFIFOempty(TXFIFOempty),
		.TXFIFOfull(TXFIFOfull),
		.TXdata(dataOut),
		.writeEn(writeTXFIFO),
		.startTransaction(startTransaction),
		.doneTransaction(doneTransaction),
		.prescale1(swSync[7:0]),
		.prescale2(swSync[15:8])
	);
	logic dataGood;
	logic [7:0] RXDataCheck;
	logic [1:0] RXDataCheckState;
	logic [16:0] dataSendTimer;  
	logic sendState;
	localparam IDLE = 1'b0;
	localparam SEND = 1'b1;
	localparam RXIDLE = 2'b00;
	localparam RXLOAD = 2'b01;
	localparam RXCHECK = 2'b10;
	assign led[0] = dataGood; 
	assign led[1] = 1'b0;  
	always @(posedge clk) begin
		if (~rst_n) begin
			dataGood <= 1'b1;
			dataOut <= 8'h00;
			writeTXFIFOReg <= 1'b0;
			readRXFIFO <= 1'b0;
			startTransaction <= 1'b0;
			dataSendTimer <= 0;
			sendState <= SEND;  
			RXDataCheck <= 8'd0;
			RXDataCheckState <= RXIDLE;
		end else begin
		if (~TXFIFOfull) begin  
			writeTXFIFOReg <= 1'b1;  
		end else begin 
			writeTXFIFOReg <= 1'b0;
		end
		if (writeTXFIFO) begin  
			dataOut <= dataOut + 1;  
		end
		case (sendState)  
			IDLE: begin
					if (~TXFIFOempty) begin
					startTransaction <= 1'b1;
					sendState <= SEND;
				end
			end
			SEND: begin
				startTransaction <= 1'b0;
				if (doneTransaction) begin
					dataSendTimer <= dataSendTimer + 1;
				end
				if (dataSendTimer == 17'h1FFFF) begin
					dataSendTimer <= 0;
					sendState <= IDLE;
				end
			end
			default: sendState <= IDLE;
		endcase
		case (RXDataCheckState)
			RXIDLE: begin
				if (~RXFIFOempty) begin  
					readRXFIFO <= 1'b1;
					RXDataCheckState <= RXLOAD;
				end
			end 
			RXLOAD: begin
				readRXFIFO <= 0;
				RXDataCheckState <= RXCHECK;
			end
			RXCHECK: begin
				if (dataIn != RXDataCheck) begin
					dataGood <= 1'b0;
				end else begin
					dataGood <= dataGood;
				end
				RXDataCheck <= RXDataCheck + 1;
				RXDataCheckState <= RXIDLE;
			end
			default: RXDataCheckState <= RXIDLE;
		endcase
		end
	end
endmodule
`timescale 1ns / 1ps
module safeReset(
    input wire clk,
    input wire asyncR,
    output wire safeR
    );
    logic q1, q2;
    always @(posedge clk or negedge asyncR) begin
    	if (~asyncR) begin
    		q1 <= 1'b0;
 			q2 <= 1'b0;
 		end else begin
 			q1 <= 1'b1;
 			q2 <= q1; 
 		end
    end
    assign safeR = q2;
endmodule
`timescale 1ns / 1ps
module sync #(
		parameter WIDTH = 1
	)(
		input clk,
		input [WIDTH - 1:0] in,
		output [WIDTH - 1:0] out
	);
	logic [WIDTH - 1:0] inSync1, inSync2;
	assign out = inSync2;
	always @(posedge clk) begin
		inSync1 <= in;
		inSync2 <= inSync1;
	end
endmodule
`timescale 1ns / 1ps
module clkPrescale (
		input clk,
		input rst_n,
		input prescaleEn,
		input [7:0] prescale1,
		input [7:0] prescale2,
		output SCKTick
	);
	logic [7:0] count1, count2;
	logic SCKTickReg;
	assign SCKTick = SCKTickReg;
	always @(posedge clk) begin
		if (~rst_n) begin
			count1 <= 0;
			count2 <= 0;
			SCKTickReg <= 0;
		end else begin
		if (~prescaleEn) begin
			count1 <= 0;
			count2 <= 0;
			SCKTickReg <= 0;
		end else begin
			if (count1 == prescale1) begin  
				count1 <= 0;
				if (count2 == prescale2) begin
					count2 <= 0;
					SCKTickReg <= 1;
				end else begin
					SCKTickReg <= 0;
					count2 <= count2 + 1;
				end
			end else begin
				SCKTickReg <= 0;
				count1 <= count1 + 1;
			end
		end
		end
	end
endmodule
`timescale 1ns / 1ps
module SPIMaster #(
	parameter WIDTH = 8,
	parameter TxFIFODepth = 8,
	parameter RxFIFODepth = 8
	)(
	input clk,
	input rst_n,
    output CS_n,
    output SCK,
    output MOSI,
    input MISO,
	output [WIDTH - 1:0] RXdata,
	input readEn,
	output RXFIFOempty,
	output RXFIFOfull,
	output TXFIFOempty,
	output TXFIFOfull,
	input [WIDTH - 1:0] TXdata,
	input writeEn,
	input startTransaction,
	output doneTransaction,
	input [7:0] prescale1,
	input [7:0] prescale2
	);
	logic [WIDTH - 1:0] shiftIn;
	logic [WIDTH - 1:0] shiftOut;
	logic chipSelect;
	logic SCKReg;
	assign MOSI = shiftOut[WIDTH - 1];
	assign CS_n = chipSelect;
	assign SCK = SCKReg;
	logic [$clog2(WIDTH):0] bitCount;  
	localparam IDLE = 3'b000;
	localparam START = 3'b001;
	localparam LOAD_FIFO_DATA = 3'b010;
	localparam SEND_DATA = 3'b011;
	localparam END_TRANSACTION = 3'b100;
	logic [2:0] transactionState;
	logic transactionDone;
	assign transactionDone = bitCount == WIDTH;
	logic doneTransactionReg;
	assign doneTransaction = doneTransactionReg;
	logic writeRXFIFO;
	FIFO #(.WIDTH(WIDTH), .DEPTH(RxFIFODepth)) RXFIFO (
		.clk(clk),
		.rst_n(rst_n),
		.writeData(shiftIn),
		.writeEn(writeRXFIFO),
		.readData(RXdata),
		.readEn(readEn),
		.full(RXFIFOfull),
		.empty(RXFIFOempty)
	);
	logic readTXFIFO;
	logic [WIDTH - 1:0] TXFIFOdata;
	FIFO #(.WIDTH(WIDTH), .DEPTH(TxFIFODepth)) TXFIFO (
		.clk(clk),
		.rst_n(rst_n),
		.writeData(TXdata),
		.writeEn(writeEn),
		.readData(TXFIFOdata),
		.readEn(readTXFIFO),
		.full(TXFIFOfull),
		.empty(TXFIFOempty)
	);
	logic SCKTick;
	logic enSCK;
	clkPrescale prescaler (
		.clk(clk),
		.rst_n(rst_n),
		.prescaleEn(enSCK),
		.prescale1(prescale1),
		.prescale2(prescale2),
		.SCKTick(SCKTick)
	);
    always @ (posedge clk) begin
		if (~rst_n) begin
			shiftIn <= 0;
			shiftOut <= 0;
			chipSelect <= 1'b1;
			SCKReg <= 1'b0;
			enSCK <= 1'b0;
			bitCount <= 0;
			writeRXFIFO <= 1'b0;
			readTXFIFO <= 1'b0;
			transactionState <= IDLE;
			doneTransactionReg <= 1;
		end else begin
		case (transactionState)
			IDLE: begin
				if (startTransaction) begin
					readTXFIFO <= 1'b1;
					transactionState <= START;
					chipSelect <= 1'b0;
					doneTransactionReg <= 0;
				end
			end
			START: begin
				transactionState <= LOAD_FIFO_DATA;
				readTXFIFO <= 1'b0;
			end
			LOAD_FIFO_DATA: begin
				shiftOut <= TXFIFOdata;
				transactionState <= SEND_DATA;
				enSCK <= 1'b1;
			end
			SEND_DATA: begin
				if (~transactionDone) begin
					if (SCKTick) begin
						SCKReg <= ~SCKReg;
						if (SCKReg) begin  
							shiftOut <= {shiftOut[WIDTH - 2:0], 1'b0};
						end else begin  
							shiftIn <= {shiftIn[WIDTH - 2:0], MISO};
							bitCount <= bitCount + 1'd1;
						end
					end
				end else begin  
					writeRXFIFO <= 1'b1;
					transactionState <= END_TRANSACTION;
				end
			end
			END_TRANSACTION: begin
				writeRXFIFO <= 1'b0;
				if (SCKTick) begin  
					chipSelect <= 1'b1;
					enSCK <= 1'b0;
					SCKReg <= 1'b0;  
					shiftOut <= 0;
					bitCount <= 0;
					doneTransactionReg <= 1;
					transactionState <= IDLE;
				end
			end
			default: transactionState <= IDLE;
		endcase
		end
    end
endmodule
[flow/run.sh]
#!/bin/bash
# OpenROAD 26Q1-2900-gdf79404cd8, Yosys 0.63+post, stock flow scripts
make -C /OpenROAD-flow-scripts/flow DESIGN_CONFIG=/design/flow/config.mk WORK_HOME=/design/flow/orfs finish
[flow/config.mk]
export PLATFORM = sky130hd
export DESIGN_NAME = masterTop
export DESIGN_NICKNAME = masterTop
export VERILOG_FILES = /design/flow/design.v
export SDC_FILE = /design/flow/constraint.sdc
export NUM_CORES = 4
export LEC_CHECK = 1
export CORE_UTILIZATION = 30
[flow/constraint.sdc]
current_design masterTop

set clk_period 7.0
set clk_io_pct 0.2

create_clock -name clk0 -period $clk_period [get_ports {clk}]

set non_clock_inputs [all_inputs -no_clocks]
set_input_delay [expr $clk_period * $clk_io_pct] -clock clk0 $non_clock_inputs
set_output_delay [expr $clk_period * $clk_io_pct] -clock clk0 [all_outputs]
==> impl_metrics.py <==
# Physical implementation metrics
metrics = {
    "status": {
        "status": "finished clean",
    },
    "pwr": {
        "p_int_mw": 2.56,
        "power.switching_mw": 0.652,
        "clockPowerShare": 0.437,
        "netSwitchingFraction": 0.203,
        "comb_power_share": 0.016,
        "power_mw": 3.21,
        "leakage_nw": 4.45,
        "p_seq_frac": 0.548,
        "power_density_nw_per_um2": 255,
        "irDropWorstVdd_uv": 160,
    },
    "synthesis": {
        "synth_area_sq_um": 11000,
        "edf_count": 128,
        "yosysChipArea_sq_um": 11000,
        "synthArstFlopShare": 0.00704,
        "ff_type": "dfxtp_1",
        "synth_flops": 284,
        "ys_seq_frac": 0.633,
        "synth_cell_types": 48,
        "yosysWarnings": 7,
        "syn_inst": 843,
        "ys_cells": 843,
        "avgSynthCellArea_sq_um": 13.1,
    },
    "critical_path": {
        "critPathLaunch": "SPI.chipSelect",
        "critPathMaxStageDelay_ns": 0.53,
        "reg2reg_from": "SPI.TXFIFO.readPtr[1]",
        "crit_path_end_kind": "output pin",
        "cp.depth": 1,
        "crit_arrival_ns": 1.54,
        "crit_buf_inv": 1,
        "cp_cell_sequence": "clkdlybuf4s50_1",
        "cp.required_ns": 5.60,
        "path_max_fanout": 7,
        "path_delay_family": "buffers and inverters",
        "worstRegToRegCells": 4,
        "cp_slowest_cell": "clkdlybuf4s50_1",
        "critPathKind": "flip-flop to output pin",
        "worstSetupStartpointType": "flip-flop",
    },
    "drt": {
        "diodes": 0,
        "met2_length_mm": 8.46,
        "drtAntennaViolNets": 0,
        "wl_per_cell_um": 14.3,
        "initialDrtViolationCount": 334,
        "drt_pass1_iterations": 4,
        "remaining_drc_errors": 0,
        "wl_met3_mm": 1.60,
        "wl_met1_mm": 8.96,
        "num_vias": 6238,
        "viasPerCell": 4.62,
        "top_layer": "met4",
        "wl_mm": 19.4,
    },
    "clock_network": {
        "clockBufferDepth": 3,
        "cts-root-buf": "clkbuf_16",
        "ctsHoldBuffers": 0,
        "htree_levels": 1,
        "clock_sinks": 284,
        "worstSkewPairLatency_ns": 0.54,
        "cts.clk_slew.worst_paths_ns": 0.06,
        "cts-buffers-inserted": 29,
        "cts_setup_buffers": 0,
        "cts_tree": "yes",
        "cts_resized": 0,
    },
    "die": {
        "die_y_um": 194,
        "rows": 69,
        "dieWidth_um": 194,
        "core_region_area_sq_um": 35800,
        "io_pins": 24,
        "chipArea_sq_um": 37500,
        "initial_core_util": 0.307,
    },
    "layout": {
        "fill_cells": 3329,
        "drive_above_1_share": 0.107,
        "area_growth_syn_to_layout_pct": 14.4,
    },
    "place": {
        "globalplace.congestion": 0.814,
        "place_ws_ns": 4.14,
        "port_buffers": 22,
        "dp_hpwl_mm": 12.1,
    },
    "hold_path": {
        "min-delay-path-class": "flip-flop to flip-flop",
        "hold_start": "syncSW.inSync1[14]",
        "hold_path_depth": 0,
    },
    "global_route": {
        "grt_usage": 0.109,
        "antenna_found_initial": 0,
        "grt_max_degree": 59,
        "grt_pass1_vias": 6149,
        "grt_pass1_wl_mm": 31.9,
        "grt-ovfl-total": 0,
    },
    "final_timing": {
        "maxSlewHeadroom": 0.469,
        "drv_slew": 0,
        "min_period_ns": 2.94,
        "rsz0062_at_grt": "false",
        "worst_slack_ns": 4.06,
        "hold_viol": 0,
        "clock_skew_ns": 0.00711,
        "final-setup-viol-count": 0,
        "fmax_mhz": 340,
        "fin_crit_sh": 0.420,
        "setup_tns_ns": 0,
        "tightest_slew_ns": 0.792,
    },
    "run": {
        "max_cap_violations": 0,
        "warning_count": 27,
    },
}
-- logic make-up (layout without fill, tap and decap cells) --
group	count (synthesis)	in the layout	share of synthesized area
flops	284	284	0.633
simple gates	247	247	0.119
compound gates	114	114	0.0642
xor+xnor	75	75	0.0596
mux	57	57	0.0881
buf+inv	51	97	0.0204
fa+ha+maj	13	13	0.0148
other cells	2	2	0.000682
-- final timing paths --
check | slack (ns) | end
worst max register to register | 4.13 | SPI.TXFIFO.mem[3][5]
min in group asynchronous | 1.04 | synchReset.q1
worst min register to register | 0.32 | syncSW.inSync2[14]
worst max-delay path | 4.06 | CS_n
worst min-delay path | 0.32 | syncSW.inSync2[14]
max in group asynchronous | 5.83 | synchReset.q2
-- cell usage in the layout, fill, tap and decap left out, types with 2 or more instances in the layout --
cell type,Yosys,layout
dfxtp_1,154,154
edfxtp_1,128,128
nand2_1,65,65
xnor2_1,45,45
a21oi_1,39,39
o21ai_0,36,36
nor2_1,35,35
and2_1,32,32
mux4_2,32,32
xor2_1,30,30
clkbuf_16,0,29
mux2i_1,25,25
clkdlybuf4s50_1,0,22
nand3_1,21,21
nand4_1,18,18
a21boi_0,17,17
nor3_1,15,15
buf_4,2,14
ha_1,13,13
nor2b_1,12,12
nand2b_1,9,9
nor3b_1,9,9
and3_1,9,9
inv_1,8,8
o211a_1,7,7
clkinv_1,0,7
clkinv_2,0,6
clkbuf_1,25,5
nand4b_1,4,4
o21a_1,4,4
and4_1,4,4
nand3b_1,4,4
or3_1,3,3
clkbuf_8,0,3
or2_2,2,2
a2bb2oi_1,2,2
o41a_1,2,2
nor4_2,2,2
conb_1,2,2
-- Yosys cell counts (12+ instances only) --
cell type	number	share of area
mux4_2	32	0.065
a21boi_0	17	0.012
xor2_1	30	0.024
nand2_1	65	0.022
dfxtp_1	154	0.28
and2_1	32	0.018
clkbuf_1	25	0.0085
mux2i_1	25	0.023
nand4_1	18	0.010
edfxtp_1	128	0.35
nor2b_1	12	0.0068
nor2_1	35	0.012
nand3_1	21	0.0095
o21ai_0	36	0.016
xnor2_1	45	0.036
ha_1	13	0.015
nor3_1	15	0.0068
a21oi_1	39	0.018
-- final cells by class --
cell class                      instances  area, sq um  share of cell area
Clock buffer                           37          786              0.0624
Timing Repair Buffer                   36          325              0.0258
Clock inverter                         16         90.1             0.00715
Tap cell                              461          577              0.0458
Multi-Input combinational cell        508         3810               0.303
Sequential cell                       284         6980               0.554
Inverter                                8         30.0             0.00238
-- sequential cells by signal, indices dropped and copies added (netlist names), 3 cells and up --
name	count
SPI.RXFIFO.readPtr	4
SPI.RXFIFO.writePtr	4
syncSW.inSync1	16
SPI.TXFIFO.mem	64
SPI.bitCount	4
SPI.RXFIFO.readDataReg	8
SPI.prescaler.count1	8
syncSW.inSync2	16
RXDataCheckState	3
SPI.shiftIn	8
dataSendTimer	17
SPI.TXFIFO.readDataReg	8
SPI.shiftOut	8
SPI.prescaler.count2	8
SPI.TXFIFO.writePtr	4
SPI.transactionState	5
SPI.TXFIFO.readPtr	4
SPI.RXFIFO.mem	64
dataOut	8
RXDataCheck	8
-- power groups by stage --
| stage | sequential, mW | clock [mW] | combinational, mW |
|---|---|---|---|
| after CTS | 1.76 | 1.45 | 0.0507 |
| after global routing | 1.76 | 1.52 | 0.0556 |
| final | 1.76 | 1.40 | 0.0499 |
-- through the flow --
step | cell area, sq um | instances | utilization | hold WS, ns
after floorplan | 11000 | 843 | - | 0.310
after global placement | 11700 | 1297 | 0.327 | 0.312
after detailed placement | 11700 | 1297 | 0.327 | 0.312
after CTS | 12600 | 1350 | 0.352 | 0.324
after global routing | 12600 | 1350 | 0.352 | 0.326
final | 12600 | 1350 | 0.352 | 0.323
-- routing by layer --
| metal | GRT usage | vias to the layer above |
|---|---|---|
| li1 | - | 3104 |
| met1 | 0.162 | 2944 |
| met2 | 0.157 | 165 |
| met3 | 0.0447 | 25 |
| met4 | 0.0213 | 0 |
| met5 | 0 | - |
Power figures rest on the tool's default switching activity, not on a simulated workload.
